==> flow/design.v <==
`timescale 1ns / 1ps
module Mux(
    input [31:0]a,b,
    input s,
    output [31:0]c
    );
    assign c = (~s) ? a : b ;
endmodule
==> flow/run.sh <==
#!/bin/bash
# OpenROAD 26Q1-2900-gdf79404cd8, Yosys 0.63+post, stock flow scripts
make -C /OpenROAD-flow-scripts/flow DESIGN_CONFIG=/design/flow/config.mk WORK_HOME=/design/flow/orfs finish
==> flow/config.mk <==
export PLATFORM = sky130hd
export DESIGN_NAME = Mux
export DESIGN_NICKNAME = Mux
export VERILOG_FILES = /design/flow/design.v
export SDC_FILE = /design/flow/constraint.sdc
export NUM_CORES = 4
export LEC_CHECK = 1
export CORE_AREA = 10 10 71 71
export DIE_AREA = 0 0 81 81
==> flow/constraint.sdc <==
current_design Mux

set clk_period 1.0
set clk_io_pct 0.2

create_clock -name clk0 -period $clk_period

set non_clock_inputs [all_inputs -no_clocks]
set_input_delay [expr $clk_period * $clk_io_pct] -clock clk0 $non_clock_inputs
set_output_delay [expr $clk_period * $clk_io_pct] -clock clk0 [all_outputs]
==> notes.md <==
run results: Fmax achieved between 800 and 900 MHz, Power Density a little under 400 nW/um^2, top-count cell post-synth mux2_4, first-pass GRT wire length ~4.1 mm, Sw Share 0.2197, Slew Viols, Final 0, Vias/cell around 3.8, Flop pwr share 0, horizontal die size between 80 and 90 microns, ys cells 36, failing checks negative setup slack, CP Launch Type input port, Die H between 80 and 90 microns, fp util 0.1498, Synth area leaders mux2_4 83%, buf_12 11%, mux2_2 4.1%, layout clock buffer count 0, chip area approximately 6600 sq um, share of cells above drive strength 1 0.5396, Max FO, Critical Path 6, final setup TNS -3304 ps, Hold Crit Class in2out, Final min period roughly 1200 ps, leading area contributor after synthesis mux2_4, crit end category primary output, Yosys Chip Area approximately 540 sq um, post-route design area 1590 sq um, CP max stage cell mux2_4, mapped cell area about 540 sq um, Core ar. approximately 3600 sq um, CP Data Required Time approximately 800 ps, number of synthesis warnings 0, vias in the first global route about 760, DRT Pass-1 Iters 2, CP Class in2out, CP max stage delay slightly below 300 ps, detailed placer's ending HPWL roughly 2.5 mm, Setup WS post-layout -179.1 ps, Netlist cell types 4, Clock Power Share 0, num rows 22, max_cap viols 0, detailed-route wire length per cell around 15 microns, global route overflow 0, commonest cells in the netlist 30 x mux2_4, 3 x buf_12, 2 x mux2_2, 1 x buf_6, WL final approximately 2.9 mm, Global Route Usage Sum 0.07789, Syn-to-layout area delta 192.2%, Post-Synthesis Cells 36, via count 715, initial antenna violation count 0, final hold vios 0, Detailed Route Iter0 Violations 3, post-route ant nets 0, Port Buf Inserts a little under 100, Place WS -512.3 ps, Rel. slew slack 0.9420, # hold bufs at CTS 0, filler instances between 300 and 400, DRC 0, unrepaired setup endpoints after global routing true, Post-synth seq share 0, Pleak ~0.87 nW, storage element area 0 sq um, crit path DAT slightly below 1000 ps, Placer Congestion around 0.83, Peak VDD IR 0.1688 mV, OpenROAD warnings 34, Area after DPL 1539 sq um, I/O pin count around 97, Cell Int Power 486.7 uW, CP most frequent cell buf_12, Top-area cell share 0.8276, flop count 0, status complete, but fails checks, combinational fraction of design power 1.000, Syn Area/Cell approximately 15 sq um, crit-path cells buf_12 > buf_12 > buf_12 > mux2_4 > buf_6, Sw Pwr about 140 uW, n_diodes 0, pin count of the biggest net entering global routing 11, final setup fails 32, Least-Margin Pin Slew around 87 ps, fin crit share 1.179
power groups by stage:
stage	Sequential [mW]	Clock (mW)	Combinational, mW
CTS	0	0	0.614
global route	0	0	0.666
finish	0	0	0.624
cell usage in the layout (no fill, tap or decap), drive strengths merged:
cell,n
dlygate4sd2,51
dlymetal6s2s,4
clkdlybuf4s50,9
mux2,32
buf,43
metal layers:
layer / global-route usage / up-vias / share of wire
li1: - / 345 / -
met1: 0.09026 / 320 / 0.37
met2: 0.1425 / 50 / 0.50
met3: 0.02784 / 0 / 0.12
met4: 0 / 0 / 0
met5: 0 / - / 0
critical path, delay by kind of cell:
kind,cells,cell delay (ps)
muxes,1,290
buffers and inverters,4,480
final cells by class:
type / instances / area, sq um / share of cell area
repair buffers: 107 / 1054 / 0.6625
well taps: 48 / 60.06 / 0.03777
multi-input cells: 32 / 476.7 / 0.2998
through the flow:
step	power (mW)	utilization	instances	hold WS, ps
floorplan	0.2063	-	36	497.7
global placement	0.6563	0.4236	179	1175
detailed placement	0.6606	0.4236	179	1186
CTS	0.6140	0.4232	186	750.9
global route	0.6658	0.4377	187	716.7
finish	0.6238	0.4377	187	690.5
worst paths after layout:
path / startpoint / to / slack [ps] / depth (start not counted)
max: s / c[4] / -180 / 5
min: b[29] / c[29] / 690 / 3
cell families after synthesis:
logic type	Yosys count	share of synthesized area
multiplexers	32	0.8690
buffers and inverters	4	0.1310
what timing repair did:
item                                    in CTS  in global routing
buffers inserted                             5                  1
endpoints found under the setup margin      32                 32
gates resized                              171                 10
cloned                                       2                  0
Power figures rest on the tool's default switching activity, not on a simulated workload.

[design/flow/config.mk]
export PLATFORM = sky130hd
export DESIGN_NAME = RegisterFile
export DESIGN_NICKNAME = RegisterFile
export VERILOG_FILES = /design/flow/design.v
export SDC_FILE = /design/flow/constraint.sdc
export NUM_CORES = 4
export LEC_CHECK = 1
export CORE_UTILIZATION = 50
[design/flow/constraint.sdc]
current_design RegisterFile

set clk_period 6.4
set clk_io_pct 0.2

create_clock -name clk0 -period $clk_period [get_ports {clk}]

set non_clock_inputs [all_inputs -no_clocks]
set_input_delay [expr $clk_period * $clk_io_pct] -clock clk0 $non_clock_inputs
set_output_delay [expr $clk_period * $clk_io_pct] -clock clk0 [all_outputs]
[design/flow/design.v]
`timescale 1ns / 1ps
module RegisterFile(
    input clk,RegWrite,
    input [4:0]ReadRegister1,ReadRegister2,WriteRegister,
    input [31:0]WriteData,
    output [31:0]ReadData1,ReadData2
    );
    reg [31:0] Register [31:0];
    always @ (posedge clk)
    begin
        if(RegWrite)
            Register[WriteRegister] <= WriteData;
    end
    assign ReadData1 = Register[ReadRegister1];
    assign ReadData2 = Register[ReadRegister2];
endmodule
[design/flow/run.sh]
#!/bin/bash
# OpenROAD 26Q1-2900-gdf79404cd8, Yosys 0.63+post, stock flow scripts
make -C /OpenROAD-flow-scripts/flow DESIGN_CONFIG=/design/flow/config.mk WORK_HOME=/design/flow/orfs finish
==> ci_impl_report.md <==
## PnR job results

| Metric | Value |
|---|---|
| Post-synth EDFFs | 1024 |
| Commonest cells in the netlist | edfxtp_1, mux2i_1, nand2_1 |
| Row cnt | 114 |
| CTS tree | yes |
| YS warnings | 1 |
| Total setup buffers inserted after CTS | 0 |
| Most used cell, CP | clkdlybuf4s50_1 |
| Via count | 31200 |
| Static leakage | 0.0204 uW |
| Max-slew violations | 0 |
| Syn Std Cell Area | 48800 sq um |
| Post-synthesis mux area share | 21.0% |
| Worst-Margin Slew | 1.01 ns |
| Final critical-path required period | 5.55 ns |
| Predominant post-synthesis flop cell | edfxtp_1 |
| Final Util | 57.2% |
| Post-Synth Simple-Gate Area | 4.71% |
| CP arrival | 4.27 ns |
| FA/HA/MAJ Cells, Area Fraction | 0% |
| Placer Congestion | 0.891 |
| Area leader share | 63.0% |
| FP Core Util | 50.5% |
| Final setup vio count | 0 |
| Cts hold-fix bufs | 0 |
| Critical Path, Cell by Cell | clkdlybuf4s50_1 -> nor2b_4 -> buf_4 -> a22o_1 -> nor3_1 -> a31oi_1 -> nand3_1 -> clkdlybuf4s50_1 |
| Final wirelength | 152000 um |
| Setup TNS | 0 ns |
| Pre-CTS setup slack | 0.852 ns |
| Chip Width | 314 um |
| Antenna Violating Nets Remaining | 0 |
| Setup ws final | 0.847 ns |
| CTS H-tree lvls | 3 |
| Max VDD drop | 220 uV |
| Max-slew headroom | 32.6% |
| Tightest Hold Check Type | in2reg |
| Root buf cell | clkbuf_16 |
| Power density over cell area | 274 nW/um^2 |
| Ys cells | 3386 |
| Layout cells sized above 1 | 9.63% |
| Core box area | 96700 sq um |
| RSZ-0062 raised after global routing | false |
| Die Area | 98800 sq um |
| Via/cell ratio | 6.42 |
| Clock sinks | 1024 |
| P&R area growth vs syn | 13.3% |
| Complex Gates by Area | 8.04% |
| P_int | 11700 uW |
| Status | complete, no violations |
| Crit path launch type | input port |
| Die Ht | 314 um |
| Seq share, synth | 63.0% |
| Top logic family | multiplexers |
| Fmax | 0.180 GHz |
| Pin count of the biggest net entering global routing | 76 |
| Net Switching | 3450 uW |
| Number of gates resized after CTS | 0 |
| Avg Cell Area, Syn | 14.4 sq um |
| WS Path Type | in2out |
| WL/cell | 31.3 um |
| Maxcap violations | 0 |
| Hold Violations, Final | 0 |
| Biggest area cells | edfxtp_1, mux2i_1, a22oi_1, a22o_1, nand3_1 |
| Largest Register | Register |
| Cycle use final | 86.8% |
| Netlist cell types | 23 |
| Xor/xnor share | 0% |
| Asr flop ratio synth | 0% |
| Number of CTS-inserted buffers | 108 |
| Crit. End Element | output port |
| Reg power frac | 49.5% |
| First-pass GRT wire length | 219000 um |
| Critical path's top delay family | buffers and inverters |
| Port Buffers | 112 |
| Initial DRC count | 2243 |
| Tool warning count | 26 |
| Max Buffers Root-to-Sink | 3 |
| Yosys stat chip area | 48800 sq um |
| Crit Path Max Fanout | 40 |
| Clock Power Share | 41.1% |
| Cells after synthesis | 3386 |
| CP peak stage delay | 0.63 ns |
| Drt drc | 0 |
| Ports | 113 |
| Reg clk slew, reported paths | 0.06 ns |
| Gr ovfl total | 0 |
| Net Sw Frac | 22.8% |
| Logic pwr share | 9.3% |
| WHS | 1.44 ns |
| Slowest library cell on the worst path | clkdlybuf4s50_1 |
| Drt pass-1 iters | 7 |
| Dpl hpwl | 85500 um |
| Synth area leader | edfxtp_1 |
| CP Buf/Inv Count | 3 |
| Crit path required time | 5.12 ns |
| Max FFs per register | 1024 |
| Vias in the first global route | 32700 |
| Antenna violations before repair | 2 |
| Largest regs | Register x1024 |
| Total track usage | 34.1% |
| Synthesis-stage register bit count | 1024 |
[placed cells by master, fill, tap and decap left out, types with 34 or more instances in the layout]
cell	n
buf_4	101
a22oi_1	192
nand3_1	194
edfxtp_1	1024
nor3_1	64
clkbuf_16	110
a31oi_1	64
nor2_4	34
mux2i_1	1024
a21oi_1	192
a22o_1	128
clkdlybuf4s50_1	110
buf_12	38
nand2_1	193
[per-layer routing]
metal,global-route usage (%),wire length [um]
met1,44.7,52900
met2,46.0,65700
met3,26.9,28400
met5,2.32,257
met4,8.82,4950
[worst paths after layout]
kind | slack [ns] | cells after the start | startpoint | endpoint
setup / recovery | 0.85 | 8 | ReadRegister1[2] | ReadData1[3]
hold / removal | 1.44 | 2 | WriteData[3] | Register[26][3]
[power by group through the flow]
stage                 Clock (uW)  Sequential [uW]  Combinational (uW)
final                       6230             7500                1410
after global routing        6560             7500                1490
after CTS                   6290             7500                1390
[logic make-up (layout without fill, tap and decap cells)]
logic type	Yosys count	after routing
mux	1024	1024
simple gates	509	509
buf+inv	253	449
other cells	0	1
compound gates	576	576
flops	1024	1024
[metrics by stage]
stage	cell area (sq um)	total power (uW)	cells
after floorplan	48800	8400	3386
after global placement	51800	9010	4660
after detailed placement	51800	9020	4660
after CTS	55300	15200	4858
after global routing	55300	15600	4859
final	55300	15100	4859
[final cells by class]
cell class / instances / area [sq um]
multi-input cells: 2109 / 16800
fillers: 7115 / 41400
clock inverters: 73 / 689
clock buffers: 125 / 2810
flip-flops and latches: 1024 / 30700
well taps: 1276 / 1600
repair buffers: 251 / 2650
diodes: 1 / 2.50
Power figures rest on the tool's default switching activity, not on a simulated workload.
